<file path="flow/config.mk">
export PLATFORM = sky130hd
export DESIGN_NAME = decoder
export DESIGN_NICKNAME = decoder
export VERILOG_FILES = /design/flow/design.v
export SDC_FILE = /design/flow/constraint.sdc
export NUM_CORES = 4
export LEC_CHECK = 1
export CORE_AREA = 10 10 70 70
export DIE_AREA = 0 0 80 80
</file>
<file path="flow/constraint.sdc">
current_design decoder

set clk_period 1.2
set clk_io_pct 0.2

create_clock -name clk0 -period $clk_period [get_ports {clk}]

set non_clock_inputs [all_inputs -no_clocks]
set_input_delay [expr $clk_period * $clk_io_pct] -clock clk0 $non_clock_inputs
set_output_delay [expr $clk_period * $clk_io_pct] -clock clk0 [all_outputs]
</file>
<file path="flow/design.v">
`timescale 1ns / 1ps
module decoder(input [5:0]add,input clk,
               output reg [7:0]row,col);
      always@(posedge clk)
      begin
      case(add[2:0])
      3'b000 : row = 8'b00000001;
      3'b001 : row = 8'b00000010;
      3'b010 : row = 8'b00000100;
      3'b011 : row = 8'b00001000;
      3'b100 : row = 8'b00010000;
      3'b101 : row = 8'b00100000;
      3'b110 : row = 8'b01000001;
      3'b111 : row = 8'b10000001;
      endcase
      case(add[5:3])
      3'b000 : col = 8'b00000001;
      3'b001 : col = 8'b00000010;
      3'b010 : col = 8'b00000100;
      3'b011 : col = 8'b00001000;
      3'b100 : col = 8'b00010000;
      3'b101 : col = 8'b00100000;
      3'b110 : col = 8'b01000000;
      3'b111 : col = 8'b10000000;
      endcase
      end
endmodule
</file>
<file path="flow/run.sh">
#!/bin/bash
# OpenROAD 26Q1-2900-gdf79404cd8, Yosys 0.63+post, stock flow scripts
make -C /OpenROAD-flow-scripts/flow DESIGN_CONFIG=/design/flow/config.mk WORK_HOME=/design/flow/orfs finish
</file>
==> flow_summary_export.csv <==
group,metric,value,unit
setup_path,cp_slowest_stage_delay,0.31,ns
sta,rsz_0062_raised_after_global_routing,"false",
yosys,netlist.top_cell.by_instances,"sky130_fd_sc_hd__dfxtp_1",
clock_tree,cts_inserted_buffers,3,
grt,grt-busiest-layer,"met2",
yosys,ys_top_cells_by_count,"sky130_fd_sc_hd__dfxtp_1 (16), sky130_fd_sc_hd__nor3b_1 (6), sky130_fd_sc_hd__nand2_1 (3)",
die,floorplan.core_area,0.00342,mm^2
yosys,dominantRegCellSynth,"sky130_fd_sc_hd__dfxtp_1",
finish,fillCellCount,378,
yosys,mapped_area,447,um^2
yosys,yosys_warnings,1,
setup_path,cp_max_fo,1,
grt,groute.usage.overall,0.0313,
yosys,async_reset_ff_frac,0,
yosys,netlist.top_cell.by_area,"sky130_fd_sc_hd__dfxtp_1",
grt,globalRouteMet1Util,0.0314,
setup_path,slowest_stage,"sky130_fd_sc_hd__dfxtp_2",
die,die_area,0.00640,mm^2
clock_tree,clk_transition_reported_paths,0.08,ns
yosys,leading_post_synthesis_cells_by_cell_area,"sky130_fd_sc_hd__dfxtp_1 (72%), sky130_fd_sc_hd__nor3b_1 (10%), sky130_fd_sc_hd__and3b_2 (4.5%), sky130_fd_sc_hd__and3b_1 (3.9%), sky130_fd_sc_hd__nand2_1 (2.5%)",
sta,report.final.setup_viol,0,
hold_path,holdCritStartpoint,"add[0]",
finish,finish.instance_area,754,um^2
placement,buffers_added_on_ports,22,
placement,hpwl,857,um
power,max-vdd-ir-drop,0.000450,V
power,power.density,1190,mW/mm^2
die,total_i_o_pin_count,23,
hold_path,terminating_pin_of_the_worst_hold_path,"row[6]",
grt,first_global_vias,343,
grt,number_of_antenna_violations_at_the_first_check_in_global_routing,0,
yosys,yosysTopAreaCellShare,0.717,
sta,maximum_achievable_frequency,946,MHz
setup_path,timing.critical_path.cells,"dlygate4sd2_1",
yosys,syn_inst,35,
finish,comb_area,126,um^2
finish,layout-area-overhead-vs-synth,68.9,%
routing,first_pass_iteration_count_of_the_detailed_router,2,
setup_path,timing.critical_path.arrival,0.82,ns
power,design_power_total,0.897,mW
routing,postRouteWirelength,992,um
sta,slew_viol_final,0,
clock_tree,cts.repair_timing.setup_buffer_count,0,
yosys,synth-edff-count,0,
die,initial_utilization,0.131,
finish,drive_gt1_frac,0.206,
setup_path,category_of_the_worst_setup_path_capture_point,"primary output",
sta,max_slew.worst_pin.slew,0.247,ns
hold_path,holdPathStages,2,
finish,sequential_cell_area,325,um^2
routing,detailroute.via_count,334,
routing,detail_route.drc_violations,0,
routing,antennaDiodeCount,0,
clock_tree,cts_hold_buf,0,
clock_tree,tritoncts,"done",
job,warning_count,25,
routing,dr.first_iter.drc_count,7,
setup_path,crit_family,"flip-flops",
setup_path,path_buffers,1,
clock_tree,clock_tree.htree_level_count,1,
grt,grt.overflow.total,0,
sta,maxSlewHeadroom,0.835,
yosys,yosys_area,447,um^2
job,max_cap_violations,0,
setup_path,critPathLaunchType,"flop",
grt,met2_layer_usage_reported_by_global_route,0.0514,
clock_tree,clkSinkCount,16,
yosys,synth_area_per_cell,12.8,um^2
clock_tree,clock-root-buffer,"sky130_fd_sc_hd__clkbuf_4",
yosys,yosysCellCount,35,
die,floorplan.die.width,80,um
routing,avgViaCountPerCell,3.06,
clock_tree,cts_max_path_buffers,2,
setup_path,req_time_crit_path,0.96,ns
yosys,synth_sequential_area_ratio,0.717,
power,power.static_leakage,0.365,nW
grt,grt_start_max_net_pins,9,
sta,final.period_utilization,0.881,
sta,tns,0,ns
sta,final-hold-violation-count,0,
yosys,synth-seq-cells,16,
sta,min_period,1.06,ns
hold_path,hold_path_class,"primary input to flop",
die,vertical_die_dimension,80,um
grt,gr-usage-met3,0.0273,
routing,post_drt_wl_per_cell,9.10,um
outcome,status,"complete, no violations",
setup_path,timing.setup.critical_path_class,"flop to primary output",
routing,detail-route-antenna-nets,0,
placement,dpl_cell_area,747,um^2
yosys,yosys.cell_types.count,10,
grt,wire_length_of_the_first_global_routing_pass,1570,um
die,rows,21,
placement,gpl.final_weighted_congestion,0.734,
## cells in the final DEF (no fill, tap or decap)
cell type and count:
sky130_fd_sc_hd__dlygate4sd2_1 16, sky130_fd_sc_hd__dfxtp_1 12, sky130_fd_sc_hd__nor3b_1 6, sky130_fd_sc_hd__clkdlybuf4s50_1 6
sky130_fd_sc_hd__dfxtp_2 4, sky130_fd_sc_hd__nand2_1 3, sky130_fd_sc_hd__clkbuf_4 3, sky130_fd_sc_hd__buf_4 3
sky130_fd_sc_hd__and3b_2 2, sky130_fd_sc_hd__nor2_1 2, sky130_fd_sc_hd__and3b_1 2, sky130_fd_sc_hd__or3_1 1
sky130_fd_sc_hd__and3_2 1, sky130_fd_sc_hd__nor3_1 1, sky130_fd_sc_hd__and3_1 1
## cell type report
class | instances | area share
Sequential cell | 16 | 0.431
Timing Repair Buffer | 25 | 0.295
Tap cell | 46 | 0.0763
Clock buffer | 3 | 0.0299
Multi-Input combinational cell | 19 | 0.167
## where the power goes
| group | internal [mW] | leakage (nW) | switching [mW] |
|---|---|---|---|
| Combinational | 0.0574 | 0.218 | 0.0280 |
| Sequential | 0.554 | 0.133 | 0.00492 |
| Clock | 0.116 | 0.0138 | 0.136 |
| Total | 0.727 | 0.365 | 0.169 |
## worst max path at each step
stage / from / to / slack, ns / cells past startpoint
CTS: row[0] / row[0] / 0.12 / 1
finish: row[0] / row[0] / 0.14 / 1
global route: row[0] / row[0] / 0.09 / 1
## timing repair
| item | 4_1_cts | 5_1_grt |
|---|---|---|
| setup endpoints to repair | 16 | 0 |
| hold endpoints to repair | 0 | 0 |
| resized | 20 | 0 |
## stage by stage
stage / cells / worst slack (ns) / hold WS [ns] / util
2_1_floorplan: 35 / 0.493 / 0.311 / -
3_3_place_gp: 106 / 0.0416 / 0.895 / 0.219
3_5_place_dp: 106 / 0.0271 / 0.886 / 0.219
4_1_cts: 109 / 0.119 / 0.601 / 0.221
5_1_grt: 109 / 0.0881 / 0.634 / 0.221
6_report: 109 / 0.143 / 0.611 / 0.221
## kinds of logic after synthesis
logic type and synth area share:
flip-flops 0.717, AND/OR/NAND/NOR 0.283
## registers in the layout (all words and copies together), names as in the netlist
| signal | cells |
|---|---|
| row | 8 |
| col | 8 |
## routing by layer
metal,wire (um),up-vias
met4,0,0
met3,142,0
li1,-,175
met1,389,141
met5,0,-
met2,460,18
Power is estimated from default activity; no workload was simulated.
